`./design.v`:
```
package pkg;
    localparam int DATA_WIDTH = 32;
    localparam int ADDR_WIDTH = 32;
    localparam int MATRIX_WIDTH = 3;
    typedef logic [DATA_WIDTH-1:0] matrix_t [MATRIX_WIDTH-1:0][MATRIX_WIDTH-1:0];
endpackage
`timescale 1ns / 1ps
package pkg;
    parameter int WIDTH =   32;
    parameter int OPCODE =  3;
endpackage : pkg
module alu(
    input wire [7:0] op1,
    input wire [7:0] op2,
    input wire [2:0] alu_ctrl,
    output reg [7:0] result
);
    always @(*) begin
        case (alu_ctrl)
        3'b000: result = op1;  
        3'b001: result = op1 + op2;  
        3'b010: result = op1 * op2;  
        3'b011: result = (op1>0) ? 8'd1 :8'd0 ; 
        default: result =8'd0;
        endcase
    end
endmodule
```
`./run.sh`:
```
#!/bin/bash
# OpenROAD 26Q1-2900-gdf79404cd8, Yosys 0.63+post, stock flow scripts
make -C /OpenROAD-flow-scripts/flow DESIGN_CONFIG=/design/flow/config.mk WORK_HOME=/design/flow/orfs finish
```
`./config.mk`:
```
export PLATFORM = sky130hd
export DESIGN_NAME = alu
export DESIGN_NICKNAME = alu
export VERILOG_FILES = /design/flow/design.v
export SDC_FILE = /design/flow/constraint.sdc
export NUM_CORES = 4
export LEC_CHECK = 1
export CORE_AREA = 10 10 107 107
export DIE_AREA = 0 0 117 117
```
`./constraint.sdc`:
```
current_design alu

set clk_period 5.1
set clk_io_pct 0.2

create_clock -name clk0 -period $clk_period

set non_clock_inputs [all_inputs -no_clocks]
set_input_delay [expr $clk_period * $clk_io_pct] -clock clk0 $non_clock_inputs
set_output_delay [expr $clk_period * $clk_io_pct] -clock clk0 [all_outputs]
```
==> results.txt <==
Implementation run completed; key figures follow.

Setup path:
- The run puts the data required time of the critical path at 4.08 ns.
- The run gives the data arrival at the endpoint of the critical path as 4.44 ns.
- The run puts the largest fanout on the critical path at 3.
- The worst setup path is launched from an input port.
- The run gives the path type of the worst setup path as input port to output port.
- STA classifies the critical path endpoint as an output port.

Synthesis:
- The run puts the post-synthesis cell type count at 33.
- The run puts the synthesized netlist cell count at 176.
- The run gives the mean cell area of the mapped netlist as 7.99 um^2.
- The run puts the number of cells in Yosys stat at 176.
- Summed over its instances, the top area cell type makes up 20.5% of the synthesized netlist area.
- The biggest area contributor in the post-synthesis netlist is ha_1.
- The run gives the area of the mapped netlist as 1410 um^2.
- Sorting the synthesized cells by area gives the leading types as ha_1, fa_1, xnor2_1.
- The run gives the register share after synthesis as 0%.
- The commonest cells after synthesis are inv_1, ha_1, nand2_1.
- The run puts the total number of yosys warnings at 1.
- The run gives the most common cell in the synthesized netlist as inv_1.
- The run gives the yosys stat chip area as 1410 um^2.

Min path:
- The path with the worst hold slack has its endpoint at result[4].
- In this run the most critical hold path is launched from op2[3].
- The run puts the number of instances on the worst hold path at 7.
- The tightest min-delay check is of the input port to output port type.

Detailed routing:
- Routed signal wires occupy layers up through met3.
- The final route contains 1319 vias.
- Once detail routing completed, the nets flagged for antenna violations numbered 0.
- The run gives the routed length on met2 as 2000 um.
- The run puts the post-route met1 wirelength at 2200 um.
- The run puts the post-detailed-routing wire length at 4310 um.
- The run gives the met3 routed wirelength as 112 um.
- The run puts the diode insertion count for antenna repair at 0.
- The run puts the mean routed wirelength per cell at 12.6 um.
- The run gives the via density per instance as 3.85.
- The run puts the length of the first detailed-routing pass in iterations at 4.
- The run gives the iteration-0 DRC count of the detailed router as 32.
- The run gives the DRC violation count after routing as 0.

Final timing:
- Endpoints failing hold in the final report were tallied at 0.
- The run puts the worst hold-check slack at 2.76 ns.
- The run gives the time the final worst path needs with I/O delays and setup as 5.46 ns.
- The run gives the worst-margin pin slew as 0.562 ns.
- The run puts the final sum of negative setup slack at -0.718 ns.
- From the final report, the count of setup violators was given as 3.
- Dividing the final minimum period by the clock period gives 107%.
- Setup repair after global routing could not meet its margin everywhere.
- The highest clock rate this design can be run at is 183 MHz.
- The run puts the worst max-slew margin expressed relative to the limit at 62.4%.
- The run puts the number of max-slew violations in the final report at 0.
- The run gives the final worst-path setup slack as -0.365 ns.

Finish:
- The run puts the area of the multi-input gates at 1430 um^2.
- The run puts the sequential standard cell area at 0 um^2.
- According to the cell report, flip-flops and latches in the layout number 0.
- The run gives the proportion of layout cells with a drive suffix above 1 as 34.9%.
- The run gives the number of inserted filler cells in the final layout as 996.
- Counting the clock-network buffers in the layout gives 0.
- The run gives the utilization after layout as 23.7%.
- From synthesis to final layout, the design area changed by 55.1%.

Placement:
- The run gives the post-placement worst setup slack as -1.29 ns.
- The run puts the tally of buffers added on design ports at 27.
- The run puts the placer's final routability congestion estimate at 0.864.
- Detailed placement ended at an HPWL of 3620 um.

Die:
- The floorplan has 35 rows.
- The run gives the top-level I/O count as 27.
- The run gives the starting utilization of the core area as 15.3%.
- The run puts the standard cell core area at 9200 um^2.
- Measured along the x axis, the die boundary spans 117 um.
- The vertical die dimension reported for this design is 117 um.
- The chip occupies 13700 um^2.

GRT:
- Entering global routing, the biggest net connects 14 pins.
- The run gives the number of antenna violations at the first check in global routing as 0.
- The via count of the first global-routing pass came to 1482.
- The run gives the overall global routing resource usage as 6.83%.
- The run gives the global-route wire length before repair as 7410 um.
- The global route stage reports its total congestion overflow as 0.

Power:
- The run puts the leakage power figure at 1.02 nW.
- The analysis reports a worst IR drop on VDD of 0.0959 mV.
- The run gives the power per standard cell area as 167 nW/um^2.

Job:
- The tool warning count for the run is 34.
- The run gives the number of maximum-capacitance violations as 0.

Outcome:
- The flow ran to the end, but the final reports show violations.
- The final reports fail on setup timing.
-- cells by family (layout without fill, tap and decap cells) --
kind of cell	Yosys count	in the layout	synth area share [%]
AOI/OAI and AO/OA	24	24	11.3
adders and majority gates	36	36	39.0
muxes	7	7	4.98
and+or+nand+nor	57	57	21.0
xor gates and xnor gates	20	20	14.9
buffers and inverters	32	88	8.81
-- layer usage --
metal	vias to the layer above	global-route usage, %
met3	0	0.671
met2	16	11.8
li1	693	-
met4	0	0
met1	610	9.59
met5	-	0
-- repair_timing --
item,4_1_cts,5_1_grt
endpoints found under the setup margin,5,4
pin swaps,24,13
hold buffers,0,0
setup buffers,5,4
resized,79,13
cloned,0,0
-- final cells by class --
cell class         instances  share of cell area [%]
repair buffers            59                    23.3
multi-input cells        144                    65.3
inverters                 29                    4.99
well taps                111                    6.37
-- report_power, final --
part	switching, mW	total (mW)	internal [mW]	leakage, nW
clock network	0	0	0	0
logic	0.157	0.364	0.207	1.02
registers	0	0	0	0
total	0.157	0.364	0.207	1.02
-- per-stage QoR --
stage	area, um^2	power, mW	std cells
after global placement	2020	0.320	334
after floorplan	1460	0.215	176
after global routing	2180	0.408	343
after detailed placement	2020	0.317	334
final	2180	0.364	343
after CTS	2130	0.356	339
-- placed cells by master, fill, tap and decap left out, types with 2 or more instances in the layout --
cell,instances
mux2i_1,7
ha_4,7
a21o_1,3
nor2_1,11
nor3_1,4
fa_1,11
a21oi_1,9
xor2_1,4
fa_2,2
o21ai_0,2
buf_4,28
buf_6,8
and2_4,5
xnor3_1,2
xnor2_1,12
ha_1,15
inv_2,8
xnor2_2,2
nor3b_1,4
buf_8,2
dlygate4sd2_1,3
buf_2,4
inv_1,21
nand2_2,3
clkbuf_2,2
a2111oi_0,2
and2_1,7
and2_2,3
nand2_1,13
clkdlybuf4s50_1,10
nand2b_1,2
-- worst max-delay path: stages --
cell     delay [ns]
buf_8          0.11
buf_6          0.11
and2_4         0.13
ha_4           0.15
fa_1           0.45
ha_1           0.30
inv_2          0.04
fa_1           0.52
inv_2          0.05
fa_2           0.39
a21o_1         0.20
a21oi_2        0.13
xnor3_1        0.23
xnor3_1        0.20
mux2i_1        0.08
o32ai_2        0.21
buf_2          0.13
-- how the worst max path moves through the flow --
stage                       end  depth (start not counted)    from  slack (ns)
after CTS             result[7]                         16  op2[4]       -0.41
after global routing  result[7]                         17  op1[1]       -0.53
final                 result[7]                         17  op1[1]       -0.36
Power is estimated from default activity; no workload was simulated.
