<file path="constraint.sdc">
current_design register_file

set clk_period 2.9
set clk_io_pct 0.2

create_clock -name clk0 -period $clk_period [get_ports {clk}]

set non_clock_inputs [all_inputs -no_clocks]
set_input_delay [expr $clk_period * $clk_io_pct] -clock clk0 $non_clock_inputs
set_output_delay [expr $clk_period * $clk_io_pct] -clock clk0 [all_outputs]
</file>
<file path="design.v">
package pkg;
    localparam int DATA_WIDTH = 32;
    localparam int ADDR_WIDTH = 32;
    localparam int MATRIX_WIDTH = 3;
    typedef logic [DATA_WIDTH-1:0] matrix_t [MATRIX_WIDTH-1:0][MATRIX_WIDTH-1:0];
endpackage
`timescale 1ns / 1ps
package pkg;
    parameter int WIDTH =   32;
    parameter int OPCODE =  3;
endpackage : pkg
module register_file(
    input wire clk,
    input wire we,  
    input wire [2:0] wr_addr,  
    input wire [7:0] wr_data,  
    input wire rd,  
    input wire [2:0] rd_addr1,  
    input wire [2:0] rd_addr2,  
    output wire [7:0] rd_data1,  
    output wire [7:0] rd_data2  
);
    reg [7:0] regs [0:7];
    assign rd_data1 = regs[rd_addr1];
    assign rd_data2 = regs[rd_addr2];
    always@(posedge clk)begin 
        if (we) begin 
            regs[wr_addr] <= wr_data;
        end
    end
endmodule
</file>
<file path="run.sh">
#!/bin/bash
# OpenROAD 26Q1-2900-gdf79404cd8, Yosys 0.63+post, stock flow scripts
make -C /OpenROAD-flow-scripts/flow DESIGN_CONFIG=/design/flow/config.mk WORK_HOME=/design/flow/orfs finish
</file>
<file path="config.mk">
export PLATFORM = sky130hd
export DESIGN_NAME = register_file
export DESIGN_NICKNAME = register_file
export VERILOG_FILES = /design/flow/design.v
export SDC_FILE = /design/flow/constraint.sdc
export NUM_CORES = 4
export LEC_CHECK = 1
export CORE_UTILIZATION = 40
</file>
==> flow_summary.yaml <==
# implementation run metrics
timing:
  period_minus_slack_ps: 2830
  hold-worst-slack_ps: 972
  final_hold_violations: 0
  setup_total_negative_slack_ps: 0
  f_max_ghz: 0.353
  period_utilization: 0.977
  slew_headroom: 0.826
  setup_viol: 0
  grt_setup_unrepaired: "true"
  worst_slew_pin_slew_ps: 260
  final_max_slew_viol_count: 0
detailed_routing:
  n_antenna_cell: 0
  wl_um: 6000
  drt_first_iter_violations: 82
  ant_nets: 0
  drt_drc_violations_left: 0
  viasPerCell: 5.44
  avgRoutedWirePerCell_um: 20.4
  num_vias: 1600
  drt_pre_antenna_iters: 4
setup_path:
  slowest_stage: "sky130_fd_sc_hd__clkdlybuf4s50_1"
  worst_path_most_repeated_cell: "sky130_fd_sc_hd__clkdlybuf4s50_1"
  worst-endpoint-required_ps: 2320
  sequence_of_cells_on_the_critical_path: "clkdlybuf4s50_1 -> buf_12 -> mux4_1 -> mux2_2 -> clkdlybuf4s50_1"
  crit_start: "rd_addr1[2]"
  worst_ep_arrival_time_ps: 2250
  path_max_fanout: 16
  end_kind: "output pin"
  worst-setup-path-type: "in2out"
  cp-start-kind: "input pin"
  cp_slowest_stage_delay_ps: 500
cts:
  clk_path_buf_depth: 2
  clock_tree_from_tritoncts: "done"
  clock_tree.htree_level_count: 3
  ctsRootBufferMaster: "sky130_fd_sc_hd__clkbuf_8"
  tritoncts_num_sinks: 64
  tritoncts.num_buffers: 9
  number_of_buffers_added_for_setup_after_cts: 0
  holdBufCountCts: 0
  register_clock_pin_slew_on_the_reported_worst_setup_and_hold_paths_ps: 60
power_and_ir_drop:
  power_frac_clock: 0.317
  power.net_switching_uw: 392
  p_sw_frac: 0.208
  power_leakage_uw: 0.00133
  report.power.total_uw: 1890
  worst_voltage_drop_across_the_vdd_grid_mv: 0.242
  p_seq_frac: 0.562
  power_frac_comb: 0.121
  power.density_cell_area_nw_per_um2: 496
  cell_internal_power_dissipation_uw: 1490
synthesis:
  synthesis.area_per_instance_sq_um: 22.8
  ys_top_cells_by_count: "64 x sky130_fd_sc_hd__edfxtp_1, 29 x sky130_fd_sc_hd__mux4_1, 16 x sky130_fd_sc_hd__mux2_2"
  netlist.top_cell.by_area: "sky130_fd_sc_hd__edfxtp_1"
  synth.most_common_cell: "sky130_fd_sc_hd__edfxtp_1"
  yosys_instances: 135
  synth.yosys.warnings: 1
  synth_flop_count: 64
  post-synth-top-area-fraction: 0.624
  yosys_most_used_dff: "sky130_fd_sc_hd__edfxtp_1"
  synth_async_sr_flop_share: 0
  post_synth_instance_area_sq_um: 3080
  area_leaders: "sky130_fd_sc_hd__edfxtp_1 62%, sky130_fd_sc_hd__mux4_1 25%, sky130_fd_sc_hd__mux2_2 5.9%"
  ys_seq_frac: 0.624
  synth_cells: 135
  enable_flop_cells: 64
  synth.distinct_cells: 13
  ys_area_sq_um: 3080
flow_run:
  max-cap-violations: 0
  openroad.warnings: 27
die:
  die.size.y_um: 89.7
  fraction_of_the_core_area_occupied_by_cells_at_floorplan: 0.420
  core_region_area_sq_um: 7330
  floorplan.die.width_um: 89.7
  die_area_sq_um: 8050
  pin_count: 36
  rows: 31
layout:
  finish.utilization: 0.519
  largest_reg_flops: 64
  drive_gt1_frac: 0.277
  largestRegisters: "regs (64)"
  largest_register: "regs"
  layout.filler_cells: 564
  cell_area_after_layout_sq_um: 3800
  syn_to_final_growth_pct: 23.6
global_routing:
  grt.total_usage: 0.171
  antenna_found_initial: 0
  remaining_overflow_grt: 0
  largest_net_degree_at_the_start_of_global_routing: 17
  first_pass_grt_wire_length_um: 9200
  grt_pass1_vias: 1769
min_path:
  hold_path.startpoint: "wr_data[5]"
  min_delay_worst_type: "in2reg"
placement:
  globalplace.congestion: 0.770
  io_buffer_count: 34
  detailed_place.area_sq_um: 3650
  dpl_wire_length_um: 4020
status:
  outcome: "finished clean"
==> final timing paths <==
path                           to  slack, ps  cells past startpoint
worst min-delay path   regs[6][5]        970                      1
worst max-delay path  rd_data1[3]         70                      5
==> stage by stage <==
step           cells  setup slack (ps)
5_1_grt          294             -1.29
2_1_floorplan    135               728
3_3_place_gp     279              -287
3_5_place_dp     279              -277
4_1_cts          294              2.71
6_report         294              65.4
==> layout by cell type (no fill, tap or decap) <==
cell type and n:
sky130_fd_sc_hd__buf_12 3, sky130_fd_sc_hd__buf_4 15, sky130_fd_sc_hd__buf_6 3, sky130_fd_sc_hd__clkbuf_1 1, sky130_fd_sc_hd__clkbuf_2 2, sky130_fd_sc_hd__clkbuf_8 9, sky130_fd_sc_hd__clkdlybuf4s50_1 32, sky130_fd_sc_hd__clkinv_1 2
sky130_fd_sc_hd__clkinv_2 2, sky130_fd_sc_hd__clkinvlp_4 1, sky130_fd_sc_hd__edfxtp_1 64, sky130_fd_sc_hd__mux2_2 16, sky130_fd_sc_hd__mux4_1 29, sky130_fd_sc_hd__mux4_2 3, sky130_fd_sc_hd__nand2_1 2, sky130_fd_sc_hd__nand2b_1 3
sky130_fd_sc_hd__nor2_1 6, sky130_fd_sc_hd__nor3_1 2
==> area by class of cell <==
type | instances | area, sq um | area share
multi-input combinational | 61 | 1070 | 0.281
timing repair buffer | 55 | 537 | 0.141
clock inverter | 5 | 25.0 | 0.00658
sequential | 64 | 1920 | 0.505
clock buffer | 10 | 128 | 0.0336
tap | 99 | 124 | 0.0326
==> cell families (layout without fill, tap and decap cells) <==
group | Yosys count | after routing | share of synthesized area
mux | 48 | 48 | 0.328
flops | 64 | 64 | 0.624
simple gates | 13 | 13 | 0.0191
buf+inv | 10 | 70 | 0.0285
==> power by group through the flow <==
stage | combinational (uW) | sequential (uW) | clock (uW)
after CTS | 233 | 1060 | 613
after global routing | 246 | 1060 | 652
final | 228 | 1060 | 599
==> timing repair <==
action	4_1_cts	5_1_grt
endpoints found under the setup margin	16	12
gates resized	6	3
hold endpoints to repair	0	0
==> critical path: cells and delay by family <==
| kind | cells | cell delay, ps |
|---|---|---|
| multiplexers | 2 | 590 |
| buffers and inverters | 3 | 1080 |
==> metal layers <==
layer / wire length, um / track usage / up-vias
met2: 3070 / 0.272 / 89
met5: 0 / 0 / -
met4: 80 / 0.0205 / 0
met3: 740 / 0.101 / 8
li1: - / - / 721
met1: 2100 / 0.226 / 782
No activity file was given, so power comes from the tool's default toggle rates.
