## /design/flow/config.mk

```make
export PLATFORM = sky130hd
export DESIGN_NAME = instruction_memory
export DESIGN_NICKNAME = instruction_memory
export VERILOG_FILES = /design/flow/design.v
export SDC_FILE = /design/flow/constraint.sdc
export NUM_CORES = 4
export LEC_CHECK = 1
export CORE_AREA = 10 10 70 70
export DIE_AREA = 0 0 80 80
```

## /design/flow/constraint.sdc

```tcl
current_design instruction_memory

set clk_period 1.0
set clk_io_pct 0.2

create_clock -name clk0 -period $clk_period

set non_clock_inputs [all_inputs -no_clocks]
set_input_delay [expr $clk_period * $clk_io_pct] -clock clk0 $non_clock_inputs
set_output_delay [expr $clk_period * $clk_io_pct] -clock clk0 [all_outputs]
```

## /design/flow/design.v

```verilog
package pkg;
    localparam int DATA_WIDTH = 32;
    localparam int ADDR_WIDTH = 32;
    localparam int MATRIX_WIDTH = 3;
    typedef logic [DATA_WIDTH-1:0] matrix_t [MATRIX_WIDTH-1:0][MATRIX_WIDTH-1:0];
endpackage
`timescale 1ns / 1ps
package pkg;
    parameter int WIDTH =   32;
    parameter int OPCODE =  3;
endpackage : pkg
module instruction_memory(
    input wire [3:0] addr,
    output reg [7:0] instruction
);
    always @(*) begin
        case (addr)
            4'd0: instruction = 8'b00000000 ;  
            4'd1: instruction = 8'b00000001 ;  
            4'd2: instruction = 8'b01000001 ;  
            4'd3: instruction = 8'b00000010 ;  
            4'd4: instruction = 8'b00000011 ;  
            4'd5: instruction = 8'b00110001 ;  
            4'd6: instruction = 8'b01000110 ;  
            4'd7: instruction = 8'b00000100;  
            4'd8: instruction = 8'b01010000;  
            4'd9: instruction = 8'b01100000;  
            4'd10: instruction = 8'b00011101;  
            default: instruction = 8'b11110000;  
        endcase     
    end
endmodule
```

## /design/flow/run.sh

```bash
#!/bin/bash
# OpenROAD 26Q1-2900-gdf79404cd8, Yosys 0.63+post, stock flow scripts
make -C /OpenROAD-flow-scripts/flow DESIGN_CONFIG=/design/flow/config.mk WORK_HOME=/design/flow/orfs finish
```

==> impl_metrics.ini <==
; physical design summary
[power_and_ir_drop]
clkPwrFrac_pct = 0
switching_share_pct = 41.8
net-switching-power_mw = 0.0740
seq_power_share_pct = 0
p_int_mw = 0.103
power.leakage_nw = 0.237
p_per_area_nw_per_um2 = 341
ir_drop_mv = 0.0469
p_comb_share_pct = 100.0
finalPower_mw = 0.177

[placement]
preCtsSetupSlack_ps = -963
hpwl_um = 446
io_buffers = 12
routabilityCongestion = 0.760

[worst_setup_path]
path_max_fanout = 3
required_ps = 800
worst-setup-path-type = primary input to output pin
worst_ep_arrival_time_ps = 960
critPathLaunchType = primary input
endpoint_kind = output pin

[synth]
syn_area_sq_um = 160
synthCells = 24
yosysChipArea_sq_um = 160
yosysTopAreaCell = ha_1
yosysTopAreaCellShare_pct = 39.1
area_leaders = ha_1, o21ai_0, inv_1
ys_cells = 24
yosysUniqueCellTypes = 12
yosysWarnings = 1
ys_seq_share_pct = 0
syn_avg_cell_area_sq_um = 6.67

[layout]
layout-drive-gt1-share_pct = 80.4
final_cell_mix = buf_2, ha_4, buf_6, buf_4, o21ai_1
syn_to_final_growth_pct = 224
regArea_sq_um = 0
seq_cells = 0
mostFrequentLayoutCell = buf_2
n_clock_buffer = 0

[drt]
routed_wl_um = 756
vias = 248
wl_per_cell_um = 8.22
drcViolationCount = 0
avgViaCountPerCell = 2.70
drtIter0Drc = 0
first_pass_iters = 1
ant_nets = 0
n_antenna_cell = 0

[final_timing]
setup_viol = 6
tightestPinTransition_ps = 203
drv_slew = 0
max_freq_ghz = 0.864
finalHoldViolCount = 0
layout_min_cycle_time_ps = 1160
relSlewSlack_pct = 86.5
rsz0062_at_grt = true
setup_slack_ps = -157
fin_crit_sh_pct = 116

[global_route]
grt_pass1_wl_mm = 1.14
grt_start_max_net_pins = 8
grt-ovfl-total = 0
grt.total_usage_pct = 1.99
grt_pass1_vias = 248
grt_antenna_before_repair = 0

[min_path]
hp-class = primary input to output pin

[cts]
cts-hold-fix-buffers = 0

[status]
violations = negative setup slack
status = complete, but fails checks

[die]
design.core.area_sq_um = 3420
chip_area_sq_um = 6400
fp-utilization_pct = 4.69
rows = 21
ios = 12
die_height_um = 80
fp.dieW_um = 80

[run]
tool_warnings = 38
drv_cap = 0
-- timing repair --
action                     4_1_cts  5_1_grt
resized                         70        9
pin swaps                        8        8
buffers inserted                 4        3
setup endpoints to repair        8        7
-- critical path: stages --
cell and delay [ps]:
buf_12 110, inv_8 50, buf_6 90, ha_4 180, mux2i_1 150, o21ai_1 70
buf_2 110
-- path summary, 6_finish.rpt --
check / start / to / slack (ps) / cells past startpoint
max: addr[0] / instruction[0] / -160 / 7
min: addr[3] / instruction[6] / 780 / 4
-- layer usage --
metal | part of all wire [%] | routed length [um] | global-route usage [%] | up-vias
met5 | 0 | 0 | 0 | -
met4 | 0 | 0 | 0 | 0
met3 | 7.9 | 60 | 0.568 | 0
met2 | 43 | 327 | 3.37 | 9
met1 | 49 | 368 | 2.57 | 116
li1 | - | - | - | 123
-- kinds of logic after synthesis --
group / share of synthesized area, %
muxes: 6.25
adders and majority gates: 39.1
AOI/OAI and AO/OA: 12.5
buffers and inverters: 9.37
and+or+nand+nor: 32.8
-- power by group through the flow --
| stage | Combinational (mW) | Clock (mW) | Sequential, mW |
|---|---|---|---|
| after CTS | 0.150 | 0 | 0 |
| after global routing | 0.194 | 0 | 0 |
| final | 0.177 | 0 | 0 |
-- cells in the mapped netlist --
cell and instances:
ha_1 5, inv_1 3, inv_2 1, mux2i_1 1
nand2_1 3, nand3b_2 1, nor2_1 3, nor2_2 1
nor3_1 1, nor3b_1 1, o21ai_0 3, o21ai_1 1
-- stage by stage --
stage	instance area, sq um	setup TNS [ps]	util (%)	std cells	hold slack (ps)
detailed placement	360	-7060	10.5	85	1480
floorplan	160	0	-	24	416
CTS	472	-625	13.8	89	741
global placement	360	-7060	10.5	85	1460
global route	519	-980	15.2	92	808
finish	519	-675	15.2	92	779
-- layout make-up --
type | instances | area (sq um)
fill | 380 | 2900
timing repair buffer | 22 | 188
inverter | 4 | 27.5
tap | 46 | 57.6
multi-input combinational | 20 | 246
No activity file was given, so power comes from the tool's default toggle rates.
